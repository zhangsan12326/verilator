==> /design/flow/design.v <==
module encode83(
    input [7:0] x,
    input  en,
    output reg [2:0] y,
    output reg in_val  
);
    integer i;
    always @(x or en) begin
        if (en) begin
            y = 0;
            for( i = 0; i <= 7; i = i + 1)
                if(x[i] == 1)    y = i[2:0]; 
        end
        else begin  
            y = 0;
        end
    end
    always @(x) begin
        if (x == 0) begin
            in_val = 1'b0;
        end
        else begin
            in_val = 1'b1;
        end
    end
endmodule
==> /design/flow/run.sh <==
#!/bin/bash
# OpenROAD 26Q1-2900-gdf79404cd8, Yosys 0.63+post, stock flow scripts
make -C /OpenROAD-flow-scripts/flow DESIGN_CONFIG=/design/flow/config.mk WORK_HOME=/design/flow/orfs finish
==> /design/flow/config.mk <==
export PLATFORM = sky130hd
export DESIGN_NAME = encode83
export DESIGN_NICKNAME = encode83
export VERILOG_FILES = /design/flow/design.v
export SDC_FILE = /design/flow/constraint.sdc
export NUM_CORES = 4
export LEC_CHECK = 1
export CORE_AREA = 10 10 70 70
export DIE_AREA = 0 0 80 80
==> /design/flow/constraint.sdc <==
current_design encode83

set clk_period 1.1
set clk_io_pct 0.2

create_clock -name clk0 -period $clk_period

set non_clock_inputs [all_inputs -no_clocks]
set_input_delay [expr $clk_period * $clk_io_pct] -clock clk0 $non_clock_inputs
set_output_delay [expr $clk_period * $clk_io_pct] -clock clk0 [all_outputs]
==> Changelog: implementation <==
## Flow update

* Run status: complete, but fails checks
* Failing checks: negative setup slack
* Post-DRT Antenna Nets at 0
* Number of flip-flops and latches at 0
* Die footprint at between 6000 and 7000 sq um
* Die Span Y at about 80 um
* Pin count of the biggest net entering global routing at 4
* Netlist Area Pre-Place at approximately 83 sq um
* Largest stage delay on the critical path at around 0.28 ns
* Layout overhead on the synthesized area at 320%
* Worst IR drop on VDD at around 0.03 mV
* Routed via count at 183
* Chip area estimate from yosys synthesis at about 83 sq um
* Count of endpoints failing setup in the final report at 2
* Yosys warning tally at 1
* Count of maximum capacitance violations at 0
* Final critical-path required period at roughly 1.1 ns
* Destination of the worst hold path: y[2]
* DRC Markers at 0
* Sum of negative setup slack at -0.0407 ns
* Cells traversed along the worst timing path: buf_8 -> nor4_4 -> buf_4 -> nand3_2 -> buf_2
* Post-route worst hold slack at approximately 0.75 ns
* Number of hold-repair buffers added at the cts stage at 0
* DRT Pass-1 Iters at 3
* Hold crit path type: input pin to output pin
* Drt wl/cell at between 7 and 8 um
* Post-synthesis sequential area ratio at 0%
* Placer Congestion at 0.794
* Port Buffer Count at 13
* Total power per unit cell area at roughly 280 nW/um^2
* Cell leakage power at around 0.00014 uW
* Final Core Density at about 10%
* Commonest non-fill, non-tap cells in the layout: sky130_fd_sc_hd__buf_4, sky130_fd_sc_hd__buf_2, sky130_fd_sc_hd__buf_6, sky130_fd_sc_hd__buf_8
* Final hold viol count at 0
* Number of stages on the worst hold path at 4
* Startpoint type of the worst setup path: input pin
* Fin worst setup slack at -0.0362 ns
* Required time reported for the critical path endpoint at ~0.88 ns
* Total wire length after detailed routing at 629 um
* Number of standard cells reported by yosys at 13
* Number of warnings the tools reported at 34
* Final Power at between 90 and 100 uW
* Normalized max-slew margin at between 80% and 90%
* Upper clock frequency limit at approximately 0.9 GHz
* Antenna violations before repair at 0
* Final Max Slew Viols at 0
* Most frequent logic cell in the layout: sky130_fd_sc_hd__buf_4
* Layout cells sized above 1 at roughly 77%
* Total of fill cells in the finished design at 403
* Nature of the critical path endpoint: output pin
* Number of placed I/O pins at 13
* Vias per cell at 2.26
* Count of mapped cells out of synthesis at 13
* Starting utilization of the core area at between 2 and 2.5%
* Clock buffers at 0
* Sequential cell area at 0 sq um
* Share of the clock period used by the worst path at 103%
* Hold wc startpoint: en
* Cell with the largest stage delay on the worst path: sky130_fd_sc_hd__nor4_4
* Number of global-route vias before repair at between 150 and 200
* Worst Path Arrival at approximately 0.9 ns
* Overall die width at around 80 um
* Post-placement setup slack at -0.737 ns
* Detail Placement HPWL at between 400 and 500 um
* Antenna cells at 0
* RSZ-0062 raised after global routing: true
* Synth unique cells at 10
* Syn Area/Cell at approximately 6.4 sq um
* Combined global-route utilization of all metal layers at under 10%
* DR iter-0 viols at 1
* Number of standard-cell rows in the floorplan at 21
* Worst slew pin tran at 0.218 ns
* Area of the core at between 3000 and 4000 sq um
* Total congestion overflow at 0
* Type of the setup path with the least slack: input pin to output pin
* Global-route wire length before repair at 986 um
* Max FO, Critical Path at 3
[through the flow]
stage / cells / instance area [sq um]
global route: 81 / 347
CTS: 79 / 320
detailed placement: 75 / 293
floorplan: 13 / 82.6
finish: 81 / 347
global placement: 75 / 293
[repair_timing]
item / CTS / global route
pin swaps: 9 / 5
setup buffers: 4 / 2
gates resized: 57 / 4
cloned: 0 / 0
endpoints found under the setup margin: 4 / 4
endpoints found under the hold margin: 0 / 0
[critical path, delay by kind of cell]
kind | cells | cell delay (ns)
buffers and inverters | 3 | 0.36
AND/OR/NAND/NOR | 2 | 0.33
[worst max-delay path by stage]
stage     cells after the start     end  slack (ns)  start
6_report                      5  in_val       -0.04   x[4]
5_1_grt                       5  in_val       -0.10   x[4]
4_1_cts                       5  in_val       -0.05   x[6]
[Yosys cell counts]
cell                      n  share of area, %
sky130_fd_sc_hd__inv_1    2               9.1
sky130_fd_sc_hd__nor3_1   1               6.1
sky130_fd_sc_hd__o21ai_1  1               6.1
sky130_fd_sc_hd__o41ai_2  1                20
sky130_fd_sc_hd__a21oi_1  1               6.1
sky130_fd_sc_hd__o31a_1   1                11
sky130_fd_sc_hd__nand3_1  1               6.1
sky130_fd_sc_hd__nor2_1   3                14
sky130_fd_sc_hd__nor2b_1  1               7.6
sky130_fd_sc_hd__nor4_2   1                15
[cell type report]
| type | count | area, sq um | share of cell area, % |
|---|---|---|---|
| Tap cell | 46 | 57.6 | 16.6 |
| Timing Repair Buffer | 22 | 178 | 51.3 |
| Multi-Input combinational cell | 11 | 104 | 30.0 |
| Inverter | 2 | 7.51 | 2.17 |
[layer usage]
layer | GRT usage, % | vias to the layer above | part of all wire [%]
met5 | 0 | - | 0
met4 | 0 | 0 | 0
met3 | 0.682 | 0 | 13
met2 | 2.97 | 8 | 44
met1 | 2.37 | 82 | 42
li1 | - | 93 | -
[cell families (layout without fill, tap and decap cells)]
logic type,count (synthesis),after routing,share of synthesized area [%]
simple gates,7,7,48.5
compound gates,4,4,42.4
buf+inv,2,24,9.09
[where the power goes]
part	total [uW]	switching, uW	internal [uW]
clock	0	0	0
combinational	97.6	36.3	61.3
sequential	0	0	0
Power and IR drop assume default switching activity.
