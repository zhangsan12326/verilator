File: design/flow/run.sh
#!/bin/bash
# OpenROAD 26Q1-2900-gdf79404cd8, Yosys 0.63+post, stock flow scripts
make -C /OpenROAD-flow-scripts/flow DESIGN_CONFIG=/design/flow/config.mk WORK_HOME=/design/flow/orfs finish
File: design/flow/config.mk
export PLATFORM = sky130hd
export DESIGN_NAME = ALU
export DESIGN_NICKNAME = ALU
export VERILOG_FILES = /design/flow/design.v
export SDC_FILE = /design/flow/constraint.sdc
export NUM_CORES = 4
export LEC_CHECK = 1
export CORE_AREA = 10 10 70 70
export DIE_AREA = 0 0 80 80
File: design/flow/constraint.sdc
current_design ALU

set clk_period 3.5
set clk_io_pct 0.2

create_clock -name clk0 -period $clk_period

set non_clock_inputs [all_inputs -no_clocks]
set_input_delay [expr $clk_period * $clk_io_pct] -clock clk0 $non_clock_inputs
set_output_delay [expr $clk_period * $clk_io_pct] -clock clk0 [all_outputs]
File: design/flow/design.v
module ALU (
    input [3:0] a,
    input [3:0] b,
    input [2:0] op,
    output reg [3:0] result,
    output reg      zero,
    output reg      c_out,
    output reg      of 
);
    always begin
        case (op)
            3'b000: begin
                { c_out, result } = a + b;  
                zero = (result == 4'd0) ? 1 : 0;
                of = (a[3] == b[3]) && (result[3] != a[3]); 
            end
            3'b001: begin
                { c_out, result } = a - b;   
                zero = (result == 4'd0) ? 1 : 0; 
                of = (a[3] == b[3]) && (result[3] != a[3]); 
            end
            3'b010: begin
                result = ~a;   
                c_out = 1'd0;
                zero = 1'd0;
                of = 1'd0;
            end
            3'b011: begin
                result = a & b;  
                c_out = 1'd0;
                zero = 1'd0;
                of = 1'd0;
            end
            3'b100: begin
                result = a | b;   
                c_out = 1'd0;
                zero = 1'd0;
                of = 1'd0;
            end
            3'b101: begin
                result = a ^ b;  
                c_out = 1'd0;
                zero = 1'd0;
                of = 1'd0;
            end
            3'b110: begin
                result = (a < b) ? 1 : 0;  
                c_out = 1'd0;
                zero = 1'd0;
                of = 1'd0;
            end
            3'b111: begin
                result = (a == b) ? 1 : 0;  
                c_out = 1'd0;
                zero = 1'd0;
                of = 1'd0;
            end
        endcase
    end
endmodule
==> reports/metrics.yaml <==
slowest_delay_ns: 0.51
grt.busiest_layer: "met2"
drc: 0
ys_types: 39
hold_viol_final: 0
grt_max_degree: 10
met3_usage_pct: 0.909
vias: 780
worstPathArrival_ns: 2.65
fin_area_um2: 1130
num_rows: 21
design.seq.count: 0
yosys.area_share.adder_pct: 27.3
die_y_um: 80
slew_headroom_pct: 73.9
critPathTopFamily: "buffers and inverters"
synth-xor-area-share_pct: 3.78
use_met2_pct: 10.7
power_frac_seq_pct: 0
hpwl_um: 1730
vdd_drop_max_mv: 0.0598
grt_overflow: 0
vias_per_cell: 4.43
cp.required_ns: 2.80
fp_util_pct: 20.4
leakage_nw: 0.554
status: "completed"
regArea_um2: 0
p_comb_share_pct: 100.0
die_w_um: 80
die_area_um2: 6400
fillCellCount: 377
grt_usage_pct: 6.40
warning_count: 40
syn_area_um2: 696
worstPathCellList: "clkdlybuf4s50_1 > inv_1 > buf_4 > fa_2 > inv_1 > mux4_2 > o22ai_2 > clkbuf_2"
ys_warn_count: 1
crit_path_frequent_cell: "inv_1"
avgSynthCellArea_um2: 7.48
fmax_mhz: 298
layout-drive-gt1-share_pct: 36.2
drt_wl_total_um: 2070
critPathBufInv: 5
worst_pin_slew_ns: 0.390
yosysCellCount: 93
numPortBuffers: 18
yosys_area_um2: 696
worstSetupEndpointType: "output port"
yosys.stat.seqShare_pct: 0
post-place-cells: 175
firstDrtPassIters: 4
criticalPathCategory: "in -> out"
top_logic_kind: "AND-OR/OR-AND gates"
clock_power_share_pct: 0
ios: 18
first_global_vias: 785
antenna_found_initial: 0
placed_area_um2: 1070
crit_path_top_delay_cell: "fa_2"
ys_sh_simple_pct: 18.3
drtAntennaViolNets: 0
nClkBuffers: 0
maxCapViolCount: 0
p_int_mw: 0.0866
period_needed_ns: 3.35
grt_pass1_wl_um: 3520
setup_viol: 0
syn2layout_area_growth_pct: 63.1
syn_inst: 93
switching_share_pct: 44.6
fin_crit_sh_pct: 95.8
slew_violations: 0
ys_sh_aoi_pct: 28.6
p_switching_mw: 0.0698
mux_share_pct: 7.73
first_iter_violations: 46
rsz0062_at_grt: "false"
gp_congestion: 0.895
layout.cells.non_filler: 176
start_kind: "input port"
grt_util_met1_pct: 9.01
powerDensity_nw_per_um2: 138
hp-class: "in -> out"
cp_max_fo: 3
antenna_cells: 0
core_um2: 3420
wl_per_cell_um: 11.7
final.setup.tns_ns: 0
power groups by stage:
stage | combinational (mW) | sequential (mW) | clock (mW)
after CTS | 0.151 | 0 | 0
after global routing | 0.174 | 0 | 0
final | 0.156 | 0 | 0
path summary, 6_finish.rpt:
check / end / start / slack (ns) / cells past startpoint
max: result[1] / b[1] / 0.15 / 8
min: result[1] / a[1] / 2.05 / 6
timing repair:
action,4_1_cts,5_1_grt
endpoints found under the setup margin,7,4
hold buffers,0,0
resized,19,9
buffers inserted,0,1
pin swaps,5,4
cell type report:
cell class	count	area, um2	share of cell area (%)
Multi-Input combinational cell	71	662	58.3
Timing Repair Buffer	43	355	31.3
Tap cell	46	57.6	5.07
Inverter	16	60.1	5.29
stage by stage:
| step | power (mW) | hold slack [ns] | util [%] | worst slack [ns] |
|---|---|---|---|---|
| floorplan | 0.0751 | 1.47 | - | 0.778 |
| global placement | 0.147 | 2.47 | 31.5 | -0.296 |
| detailed placement | 0.147 | 2.47 | 31.5 | -0.279 |
| CTS | 0.151 | 2.21 | 32.3 | 0.0126 |
| global route | 0.174 | 2.11 | 33.2 | 0.00127 |
| finish | 0.156 | 2.05 | 33.2 | 0.147 |
cells in the mapped netlist, types with 2 or more instances:
| cell type | number | area share [%] |
|---|---|---|
| ha_1 | 12 | 22 |
| o22ai_1 | 2 | 1.8 |
| nor3_2 | 2 | 2.9 |
| o21ai_0 | 2 | 1.4 |
| a21o_1 | 2 | 2.2 |
| o221ai_1 | 2 | 2.5 |
| nor2b_1 | 2 | 1.8 |
| buf_2 | 4 | 2.9 |
| nor2_1 | 4 | 2.2 |
| a21oi_1 | 9 | 6.5 |
| xor2_1 | 2 | 2.5 |
| fa_1 | 2 | 5.8 |
| inv_1 | 15 | 8.1 |
| nand2_1 | 3 | 1.6 |
| nand2b_1 | 4 | 3.6 |
| o211ai_1 | 2 | 2.2 |
| mux2i_1 | 2 | 2.9 |
cells by family (layout without fill, tap and decap cells):
kind of cell,Yosys count,in the layout
AND/OR/NAND/NOR,22,22
buffers and inverters,22,59
adder cells (fa/ha/maj),14,14
multiplexers,4,4
AND-OR/OR-AND,28,28
XOR/XNOR,3,3
cells in the final DEF, fill, tap and decap left out, types with 3 or more instances in the layout:
cell type	synthesis	routed
nand2_1	3	3
clkdlybuf4s50_1	0	8
a21oi_1	9	7
nor2_1	4	4
dlygate4sd2_1	0	6
inv_1	15	14
ha_1	12	10
nand2b_1	4	3
buf_4	1	25
tightest hold or removal path, stage by stage:
cell            delay, ns
dlymetal6s2s_1       0.14
buf_4                0.16
nor2_1               0.08
a21oi_1              0.06
o22ai_2              0.10
clkbuf_2             0.11
metal layers:
metal | wire length, um | part of all wire [%] | vias to the layer above
li1 | - | - | 396
met5 | 0 | 0 | -
met2 | 955 | 46 | 20
met3 | 87 | 4.2 | 0
met1 | 1020 | 50 | 364
met4 | 0 | 0 | 0
Power and IR drop assume default switching activity.
