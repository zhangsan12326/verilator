==> ./design.v <==
module clock (
    input clk_in,
    input rst,
    output reg clk_out
);
    parameter CLK_NUM = 5000000;
    reg[31:0] clk_counter;
    always @(posedge clk_in) begin
        if (rst) begin
            clk_counter <= 32'd0;
            clk_out <= 1'b0;
        end
        else if (clk_counter == CLK_NUM) begin
                clk_counter <= 32'd0;
                clk_out <= ~clk_out;
        end
        else
            clk_counter <= clk_counter + 1;
    end
endmodule  
==> ./run.sh <==
#!/bin/bash
# OpenROAD 26Q1-2900-gdf79404cd8, Yosys 0.63+post, stock flow scripts
make -C /OpenROAD-flow-scripts/flow DESIGN_CONFIG=/design/flow/config.mk WORK_HOME=/design/flow/orfs finish
==> ./config.mk <==
export PLATFORM = sky130hd
export DESIGN_NAME = clock
export DESIGN_NICKNAME = clock
export VERILOG_FILES = /design/flow/design.v
export SDC_FILE = /design/flow/constraint.sdc
export NUM_CORES = 4
export LEC_CHECK = 1
export CORE_UTILIZATION = 30
==> ./constraint.sdc <==
current_design clock

set clk_period 4.9
set clk_io_pct 0.2

create_clock -name clk0 -period $clk_period [get_ports {clk_in}]

set non_clock_inputs [all_inputs -no_clocks]
set_input_delay [expr $clk_period * $clk_io_pct] -clock clk0 $non_clock_inputs
set_output_delay [expr $clk_period * $clk_io_pct] -clock clk0 [all_outputs]
==> flow_summary.json <==
{
  "initialDrtViolationCount": 87,
  "startpoint_type": "flop",
  "seqPwrFrac": 0.531,
  "ys_seq_frac": 0.401,
  "ioPinCount": 3,
  "htree_levels": 2,
  "fin_setup_tns_ns": 0,
  "die_w_um": 76.1,
  "io_buffers": 2,
  "tritoncts": "done",
  "avgSynthCellArea_um2": 8.82,
  "ys.flop_type": "dfxtp_1",
  "powerDensity_mw_per_mm2": 286,
  "hold_path_class": "flop to flop",
  "clk_pin_slew_ns": 0.06,
  "critPathRequiredTime_ns": 5.12,
  "first_global_vias": 1218,
  "place.gp.congestion": 0.841,
  "critPathMaxFanout": 14,
  "post_cts_resized": 0,
  "end_kind": "flop",
  "netlist.area_leader.share": 0.401,
  "edf_count": 0,
  "clk_latency_ns": 0.29,
  "holdBufCountCts": 0,
  "async_reset_ff_frac": 0,
  "synth_warnings": 1,
  "fp_util": 0.317,
  "min_period_ns": 2.17,
  "finalClockPeriodUsage": 0.444,
  "ys_cells": 187,
  "cap_violations": 0,
  "fmax_ghz": 0.460,
  "setup-violations-final": 0,
  "dr.pass1.iters": 4,
  "n_antenna_cell": 0,
  "slew_headroom": 0.635,
  "cts_buffers": 5,
  "hold_violations": 0,
  "outcome": "finished clean",
  "p_comb_frac": 0.025,
  "clk_path_buf_depth": 2,
  "die.size.y_um": 76.1,
  "grt_usage": 0.123,
  "ir_drop_v": 0.000131,
  "tool_warnings": 26,
  "cts_setup_buffers": 0,
  "cts_sinks": 33,
  "syn_area_mm2": 0.00165,
  "ys.flops": 33,
  "drive_above_1_share": 0.0968,
  "dp.final_hpwl_mm": 2.16,
  "final_cells": 256,
  "synthToLayoutAreaGrowth_pct": 8.57,
  "cts-root-buf": "clkbuf_8",
  "p_switching_mw": 0.111,
  "drt-total-wl_mm": 3.33,
  "cp.arrival_ns": 2.39,
  "leakagePower_nw": 0.548,
  "rsz0062_at_grt": "false",
  "p_clk_frac": 0.444,
  "yosysChipArea_mm2": 0.00165,
  "swShare": 0.216,
  "netlist-cell-type-count": 33,
  "core_mm2": 0.00520,
  "finalClockSkew_ns": 0.0115,
  "synthCells": 187,
  "worst_slew_pin_slew_ns": 0.545,
  "top_cells_by_area": "dfxtp_1, xor2_1, o31ai_1",
  "chip_area_mm2": 0.00580,
  "path_class": "flop to flop",
  "slew_violations": 0,
  "row_count": 26,
  "power.internal_mw": 0.402,
  "ant_nets": 0,
  "routed_via_density": 5.26,
  "antenna_found_initial": 0,
  "avgRoutedWirePerCell_um": 13.0,
  "synth_top_cell_by_area": "dfxtp_1",
  "grt_max_degree": 33,
  "placedCellCount": 248,
  "gr-total-overflow": 0,
  "p_total_mw": 0.513,
  "vias": 1346,
  "drc": 0,
  "grt_pass1_wl_mm": 5.79
}
[stage by stage]
step                utilization  area (µm²)  setup WS [ns]  hold WS, ns
floorplan                     -        1650           3.19        0.426
global placement          0.325        1690           2.78        0.440
detailed placement        0.325        1690           2.76        0.447
CTS                       0.344        1790           2.74        0.463
global route              0.344        1790           2.57        0.485
finish                    0.344        1790           2.73        0.457
[placed cells by master, fill, tap and decap left out, types with 3 or more instances in the layout]
master	synthesis	routed
and3_1	5	5
nand4_1	10	10
o21ai_0	7	7
or4_1	9	9
nand2_1	6	6
and2_1	3	3
xor2_1	11	11
dfxtp_1	33	33
o31ai_1	11	11
nor2_1	15	15
nor4_1	3	3
and4_1	4	4
clkbuf_8	0	7
nand3_1	14	14
inv_1	4	4
a21oi_1	16	16
or3_1	6	6
[logic make-up (layout without fill, tap and decap cells)]
| family | Yosys count | in the layout | synth area share |
|---|---|---|---|
| simple gates | 86 | 86 | 0.323 |
| compound gates | 37 | 37 | 0.135 |
| flops | 33 | 33 | 0.401 |
| buf+inv | 16 | 15 | 0.0569 |
| xor+xnor | 13 | 13 | 0.0690 |
| fa+ha+maj | 2 | 2 | 0.0152 |
[synthesized netlist by cell type (2+ instances only)]
library cell and instances:
dfxtp_1 33, a21oi_1 16, nor2_1 15, nand3_1 14, o31ai_1 11, xor2_1 11, nand4_1 10, or4_1 9
o21ai_0 7, nand2_1 6, or3_1 6, and3_1 5, and4_1 4, clkbuf_1 4, inv_1 4, and2_1 3
buf_2 3, buf_6 3, nor4_1 3, a21oi_2 2, buf_4 2, ha_1 2, nor4b_1 2, or4_4 2
xnor2_1 2
[power groups by stage]
stage     Clock [mW]  Combinational (mW)  Sequential [mW]
4_1_cts        0.231              0.0131            0.272
5_1_grt        0.246              0.0149            0.272
6_report       0.227              0.0129            0.272
[cell type report]
| class | count | area, µm² |
|---|---|---|
| Fill cell | 540 | 3410 |
| Inverter | 4 | 15.0 |
| Clock inverter | 1 | 5.00 |
| Tap cell | 70 | 87.6 |
| Sequential cell | 33 | 661 |
| Timing Repair Buffer | 3 | 27.5 |
| Clock buffer | 7 | 96.3 |
| Multi-Input combinational cell | 138 | 898 |
[state kept, by name, indices dropped and copies added, names as in the netlist]
| name | flops |
|---|---|
| clk_counter | 32 |
| clk_out | 1 |
[worst max-delay path: stages, from the launching register on]
cell     delay (ns)
dfxtp_1        0.45
and3_1         0.38
nand3_1        0.47
or4_1          0.65
a21oi_1        0.15
[worst paths after layout]
kind                            slack, ns            from  cells after the start         endpoint
worst max-delay path                 2.73  clk_counter[7]                      4  clk_counter[29]
worst min-delay path                 0.46  clk_counter[0]                      1   clk_counter[0]
worst max register to register       2.73  clk_counter[7]                      4  clk_counter[29]
worst min register to register       0.46  clk_counter[0]                      1   clk_counter[0]
[per-layer routing]
metal	up-vias	GRT usage	routed length [µm]
li1	695	-	-
met1	628	0.188	1710
met2	19	0.186	1460
met3	4	0.0243	116
met4	0	0.0212	43
met5	-	0	0
